<file path="constraint.sdc">
current_design SystolicArrayMultiplier

set clk_period 26.2
set clk_io_pct 0.2

create_clock -name clk0 -period $clk_period [get_ports {clk}]

set non_clock_inputs [all_inputs -no_clocks]
set_input_delay [expr $clk_period * $clk_io_pct] -clock clk0 $non_clock_inputs
set_output_delay [expr $clk_period * $clk_io_pct] -clock clk0 [all_outputs]
</file>
<file path="design.v">
`timescale 1ns / 1ps
module SystolicArrayMultiplier(
	input [31:0] dataa1,
	input [31:0] datab1,
	input [31:0] dataa2,
	input [31:0] datab2,
	input [31:0] dataa3,
        input [31:0] datab3,
	input clk, rst,
	output reg [63:0] adder_out1,
	output reg [63:0] adder_out2,
    output reg [63:0] adder_out3,
    output reg [63:0] adder_out4,
        output reg [63:0] adder_out5,
        output reg [63:0] adder_out6,
        output reg [63:0] adder_out7,
        output reg [63:0] adder_out8,
            output reg [63:0] adder_out9
    );
    reg  [31:0] dataa_reg=0, datab_reg=0,dataa2_reg=0, datab2_reg=0,dataa3_reg=0, datab3_reg=0;
    reg  [31:0] dataa_reg1=0, datab_reg1=0,dataa2_reg1=0, datab2_reg1=0,dataa3_reg1=0, datab3_reg1=0;
    reg  [31:0] dataa_reg2=0, datab_reg2=0,dataa2_reg2=0, datab2_reg2=0,dataa3_reg2=0, datab3_reg2=0;
    reg  [31:0] dataa_reg3=0, datab_reg3=0,dataa2_reg3=0, datab2_reg3=0,dataa3_reg3=0, datab3_reg3=0;
            wire [63:0] o1,o2,o3,o4,o5,o6,o7,o8,o9;
    mac1 m1(dataa1,datab1,clk,rst,o1);
     always@(posedge clk )
    begin
        dataa_reg<=dataa1;
        datab_reg<=datab1;
                              datab2_reg<=datab2; 
                              dataa2_reg<=dataa2;
                                         datab3_reg<=datab3; 
                                         dataa3_reg<=dataa3;        
                             end      
    mac1 m2(dataa_reg,datab2_reg,clk,rst,o2);
       mac1 m4(dataa2_reg,datab_reg,clk,rst,o4);
       always@(posedge clk )
                            begin
                                datab_reg1<=datab_reg; 
                                dataa_reg1<=dataa_reg;
                                                      datab2_reg1<=datab2_reg; 
                                                      dataa2_reg1<=dataa2_reg;
                                                                 datab3_reg1<=datab3_reg; 
                                                                 dataa3_reg1<=dataa3_reg;         
                            end  
       mac1 m5(dataa2_reg1,datab2_reg1,clk,rst,o5);
       mac1 m3(dataa_reg1,datab3_reg1,clk,rst,o3);
       mac1 m7(dataa3_reg1,datab_reg1,clk,rst,o7);
       always@(posedge clk )
                            begin
                                datab_reg2<=datab_reg1; 
                                dataa_reg2<=dataa_reg1;
                                                      datab2_reg2<=datab2_reg1; 
                                                      dataa2_reg2<=dataa2_reg1;
                                                                 datab3_reg2<=datab3_reg1; 
                                                                 dataa3_reg2<=dataa3_reg1;         
                            end
      mac1 m8(dataa3_reg2,datab2_reg2,clk,rst,o8);
      mac1 m6(dataa2_reg2,datab3_reg2,clk,rst,o6);
always@(posedge clk )
                                  begin
                                      datab_reg3<=datab_reg2; 
                                      dataa_reg3<=dataa_reg2;
                                                            datab2_reg3<=datab2_reg2; 
                                                            dataa2_reg3<=dataa2_reg2;
                                                                       datab3_reg3<=datab3_reg2; 
                                                                       dataa3_reg3<=dataa3_reg2;         
                                  end         
      mac1 m9(dataa3_reg3,datab3_reg3,clk,rst,o9);                            
    always@*
    begin
            adder_out1<=o1;
            adder_out2<=o2;
            adder_out3<=o3;
            adder_out4<=o4;
            adder_out5<=o5;
            adder_out6<=o6;
                        adder_out7<=o7;
                        adder_out8<=o8;
                        adder_out9<=o9;
    end           
endmodule
`timescale 1ns / 1ps
module mac1
(
	input [31:0] dataa,
	input [31:0] datab,
	input clk, rst,
	output reg [63:0] adder_out
);
	reg  [31:0] dataa_reg, datab_reg;
	reg	 [31:0] old_result;
	wire [63:0] multa;
	assign multa = dataa_reg * datab_reg;
	always @ (adder_out)
	begin
		if (0)
			old_result <= 0;
		else
			old_result <= adder_out;
	end
	always @ (posedge clk or posedge rst)
	begin
		if (rst)
		begin
			dataa_reg <= 0;
			datab_reg <= 0;
			adder_out <= 0;
		end
		else if (1)
		begin
			dataa_reg <= dataa;
			datab_reg <= datab;
			adder_out <= old_result + multa;
		end
	end
endmodule
</file>
<file path="config.mk">
export PLATFORM = sky130hd
export DESIGN_NAME = SystolicArrayMultiplier
export DESIGN_NICKNAME = SystolicArrayMultiplier
export VERILOG_FILES = /design/flow/design.v
export SDC_FILE = /design/flow/constraint.sdc
export NUM_CORES = 4
export LEC_CHECK = 1
export CORE_UTILIZATION = 30
</file>
<file path="run.sh">
#!/bin/bash
# OpenROAD 26Q1-2900-gdf79404cd8, Yosys 0.63+post, stock flow scripts
make -C /OpenROAD-flow-scripts/flow DESIGN_CONFIG=/design/flow/config.mk WORK_HOME=/design/flow/orfs finish
</file>
==> flow_summary.yaml <==
# flow metrics
finish:
  design_area_mm2: 0.3827
  fin_util_pct: 33.10
  syn2layout_area_growth_pct: 10.07
  drive_gt1_share_pct: 3.509
  layout_top_cell: "inv_1"
  lay_top_cells: "inv_1 (8802), fa_1 (8352), and2_1 (5440), nand2_1 (4160), ha_1 (2367)"
clock_tree:
  cts-root-buf: "clkbuf_16"
  post_cts_buffers: 0
  htreeDepth: 4
  ctsResizeCount: 0
  path_clk_slew_ps: 60
  cts.sinks: 1728
  hold_buffers: 0
  clk_path_buf_depth: 5
  cts_tree: "done"
  insertion_delay_ps: 1160
  cts-buffers-inserted: 244
yosys:
  yosys.stat.seqShare_pct: 11.61
  synth-seq-cells: 1728
  syn_area_per_cell_um2: 9.694
  yosys-stat-area_mm2: 0.3477
  ys.flop_type: "dfrtp_1"
  yosys_warnings: 2
  edf_count: 0
  postSynthCellCount: 35860
  syn_area_mm2: 0.3477
  synth_cell_types: 106
  async_flop_share_pct: 66.67
  yosys_cells: 35860
routing:
  dr_total_vias: 233700
  drtPass1Iterations: 5
  ant_nets: 0
  routed_wl_um: 1093000
  wl_per_cell_um: 21.09
  drc: 0
  dr.first_iter.drc_count: 8892
  viasPerCell: 4.512
global_route:
  busiest_layer: "met2"
  grt_max_degree: 106
  gr-usage-all-layers_pct: 20.40
  grt_pass1_wl_um: 1672000
  use_met2_pct: 29.71
  use_met3_pct: 12.98
  grt_pass1_vias: 260800
  grt.met1_usage_pct: 24.14
  overflow: 0
  antenna_found_initial: 176
timing:
  holdWs_ps: 307.4
  worst_slack_ps: 17470
  finalClockPeriodUsage_pct: 33.31
  slew_headroom_pct: 39.85
  fmaxAchievable_mhz: 114.6
  setup-tns-final_ps: 0
  drv_slew: 0
  setup_violations: 0
  grt_setup_unrepaired: "no"
  worst_clock_skew_ps: 126.6
  final.min_clock_period_ps: 8727
  hold_violations: 0
  tightest_slew_ps: 901.0
die:
  die_area_mm2: 1.163
  fp.coreArea_mm2: 1.156
  fp-utilization_pct: 30.08
  ios: 770
  die_h_um: 1079
  core.rowCount: 395
  die_w_um: 1079
worst_setup_path:
  crit_type: "reg -> reg"
  crit_fanout: 21
  worst_setup_path_end_kind: "flop"
  cp.required_ps: 27180
  rr_worst_depth: 26
  cp.arrival_ps: 9710
  reg2reg_from: "m1.dataa_reg[7]"
  r2r_setup_slack_ps: 17470
  startpoint_type: "flop"
  regToRegEndpoint: "m1.adder_out[57]"
run:
  cap_violations: 0
  warning_count: 32
min_path:
  hold_class: "reg -> reg"
  min_path_cells: 0
  holdPathEnd: "m9.datab_reg[16]"
  hp-start: "datab3_reg3[16]"
placed_design:
  place.port_buffers: 769
  dpl_cell_area_mm2: 0.3728
  hpwl_um: 874900
  routabilityCongestion: 0.9516
  pre_cts_slack_ps: 16960
run_status:
  outcome: "finished clean"
==> metal layers <==
metal,wire (µm),share of wire [%],vias to the layer above
met2,483100,44,9000
met4,56480,5.2,74
li1,-,-,103100
met5,1731,0.16,-
met1,389700,36,120000
met3,161700,15,1503
==> cell families (layout without fill, tap and decap cells) <==
| logic type | Yosys count | after routing | share of synthesized area (%) |
|---|---|---|---|
| AOI/OAI and AO/OA | 1755 | 1755 | 3.297 |
| and+or+nand+nor | 10400 | 10400 | 15.50 |
| muxes | 6 | 6 | 0.01728 |
| DFF | 1728 | 1728 | 11.61 |
| adders and majority gates | 10720 | 10720 | 56.61 |
| buffers and inverters | 10710 | 10750 | 11.57 |
| other | 0 | 616 | 0 |
| xor gates and xnor gates | 552 | 552 | 1.391 |
==> per-stage QoR <==
| step | instances |
|---|---|
| detailed placement | 50740 |
| global placement | 50740 |
| CTS | 51190 |
| finish | 51800 |
| global route | 51670 |
| floorplan | 35860 |
==> layout make-up <==
| type | count | area [µm²] |
|---|---|---|
| flip-flops and latches | 1728 | 40380 |
| well taps | 15280 | 19120 |
| fillers | 117600 | 773300 |
| inverters | 8803 | 33050 |
| diodes | 616 | 1541 |
| clock inverters | 151 | 1673 |
| clock buffers | 299 | 6643 |
| multi-input cells | 23430 | 267100 |
| repair buffers | 1495 | 13160 |
==> synthesized netlist by cell type, drive strengths merged (11+ instances only) <==
library cell | instances | area, µm²
a211o | 12 | 106.4
a211oi | 44 | 350.3
a21boi | 20 | 157.7
a21o | 354 | 2659
a21oi | 583 | 2974
a221o | 13 | 131.4
a221oi | 26 | 270.3
a31o | 17 | 148.9
a31oi | 76 | 488.0
a41oi | 13 | 121.4
and2 | 5441 | 34040
and3 | 59 | 375.4
and4 | 17 | 148.9
buf | 15 | 85.08
clkbuf | 1888 | 7091
dfrtp | 1152 | 28830
dfxtp | 576 | 11530
fa | 8352 | 167200
ha | 2367 | 29620
inv | 8803 | 33040
nand2 | 4160 | 15610
nand2b | 42 | 262.8
nand3 | 116 | 580.6
nand4 | 120 | 750.7
nor2 | 255 | 957.2
nor2b | 53 | 331.6
nor3 | 55 | 275.3
nor4 | 20 | 125.1
o211ai | 24 | 185.2
o21a | 49 | 367.9
o21ai | 293 | 1489
o21bai | 111 | 837.1
o221ai | 11 | 108.9
o31ai | 24 | 217.7
or2 | 14 | 87.58
or3 | 11 | 68.82
xnor2 | 349 | 3057
xor2 | 203 | 1778
==> worst max-delay path by stage <==
stage,slack [ps],cells past startpoint,endpoint,start
4_1_cts,17460,26,m5.adder_out[63],m5.datab_reg[10]
5_1_grt,17040,26,m5.adder_out[63],m5.datab_reg[10]
6_report,17470,26,m1.adder_out[57],m1.dataa_reg[7]
==> critical path, stage by stage, from the launching register on <==
cell and delay, ps:
dfrtp_1 630, buf_4 360, and2_1 220, fa_1 530, inv_1 50, fa_1 470, inv_1 50, fa_1 500
inv_1 60, fa_1 530, inv_1 50, fa_1 520, fa_1 440, fa_1 560, inv_1 70, fa_1 470
inv_1 60, ha_1 450, nand2_1 120, o21a_1 230, a211o_1 350, a211o_1 340, nor3_1 470, nor3_1 160
o31ai_1 520, a21boi_0 220, xnor2_1 160
